==> flow/design.v <==
`timescale 1ns / 10ps
`timescale 1ns/1ps
module alu(
   a,    
   b,    
   op,    
   out    
   );
   parameter DSIZE = 4;
   input [DSIZE-1:0] a, b;
   input [2:0] op;
   output [DSIZE-1:0] out;
	reg [DSIZE-1:0] out; 
always @(a or b or op )
begin
   case(op)
       3'b000: out = a+b;
       3'b001: out = a - b;
       3'b010: out = a & b;
       3'b011:  out = a^b;
       3'b100: out = a<=b;
       3'b101: out = a*b;
	   3'b110: out = a+b;
	   default: out = 0;  
   endcase
end
endmodule
==> flow/run.sh <==
#!/bin/bash
# OpenROAD 26Q1-2900-gdf79404cd8, Yosys 0.63+post, stock flow scripts
make -C /OpenROAD-flow-scripts/flow DESIGN_CONFIG=/design/flow/config.mk WORK_HOME=/design/flow/orfs finish
==> flow/config.mk <==
export PLATFORM = sky130hd
export DESIGN_NAME = alu
export DESIGN_NICKNAME = alu
export VERILOG_FILES = /design/flow/design.v
export SDC_FILE = /design/flow/constraint.sdc
export NUM_CORES = 4
export LEC_CHECK = 1
export CORE_AREA = 10 10 78 78
export DIE_AREA = 0 0 88 88
==> flow/constraint.sdc <==
current_design alu

set clk_period 2.7
set clk_io_pct 0.2

create_clock -name clk0 -period $clk_period

set non_clock_inputs [all_inputs -no_clocks]
set_input_delay [expr $clk_period * $clk_io_pct] -clock clk0 $non_clock_inputs
set_output_delay [expr $clk_period * $clk_io_pct] -clock clk0 [all_outputs]
==> run_results.csv <==
group,metric,value,unit
status,outcome,"finished, final reports clean",
logic_synthesis,logic_family,"adder cells",
drt,dr_total_vias,695,
place,dp.cells,173,
final_timing,worstMarginPinSlew,296,ps
setup_path,cp_max_fo,2,
setup_path,cpMaxStageDelayCell,"ha_4",
final_timing,finalHoldViolCount,0,
power_and_ir_drop,p_per_area,179,mW/mm²
final_timing,setup_ws,41.4,ps
final_timing,setup_violations,0,
logic_synthesis,synth_cells,83,
final_timing,rsz0062_at_grt,"yes",
global_routing,gr-usage-all-layers,5.14,%
final_timing,min_period,2660,ps
logic_synthesis,yosys_warnings,1,
place,dp_slack,-909,ps
final_timing,final.setup.tns,0,ps
finish,nClkBuffers,0,
logic_synthesis,postSynthAreaPerCell,7.87,µm²
global_routing,grt_pass1_vias,766,
final_timing,fmax,376,MHz
logic_synthesis,synthMuxAreaShare,1.53,%
setup_path,startpoint_type,"input port",
flow_run,warning_count,37,
finish,flops,0,
place,io_buffers,15,
finish,final_area,0.00118,mm²
finish,area_growth,81.2,%
floorplanning,chipArea,0.00774,mm²
logic_synthesis,synth_cell_type_count,35,
logic_synthesis,compound_area_share,24.1,%
global_routing,antenna_found_initial,0,
floorplanning,die_w,88,µm
final_timing,period_used_share,98.5,%
logic_synthesis,xor_share,13.4,%
floorplanning,rows,24,
floorplanning,core-area,0.00441,mm²
drt,drt_pass1_iterations,4,
drt,routedWlPerCell,11.0,µm
drt,drtIter0Drc,13,
setup_path,path_class,"in -> out",
drt,drc,0,
clock_tree,cts_hold_buf,0,
place,place_congestion,0.855,
drt,diodes,0,
place,dp_hpwl,1.61,mm
global_routing,grt_max_degree,8,
drt,ant_nets,0,
setup_path,worstPathCellList,"buf_8, inv_4, buf_6, nor2_4, ha_4, ha_4, ha_4, xnor2_2, xnor2_2, xnor2_2, o211ai_1, buf_2",
final_timing,relSlewSlack,80.2,%
finish,area.sequential,0,µm²
setup_path,critical-path-max-stage-delay,210,ps
logic_synthesis,yosys-stat-cells,83,
final_timing,drv_slew,0,
drt,wl,1.92,mm
final_timing,hold-worst-slack,1630,ps
logic_synthesis,ys_seq_share,0,%
setup_path,cp_data_required_time,2160,ps
global_routing,grt_overflow_total,0,
floorplanning,die_y,88,µm
floorplanning,io-pin-count,15,
power_and_ir_drop,p_leak,0.522,nW
drt,viasPerCell,3.99,
worst_hold_path,min_path_type,"in -> out",
finish,drive_gt1_share,51.6,%
floorplanning,fp_util,14.8,%
power_and_ir_drop,vdd_drop_max,35.1,µV
setup_path,cp_data_arrival_time,2120,ps
setup_path,end_kind,"output port",
logic_synthesis,fa_ha_area_share,29.1,%
place,postPlaceCellArea,0.00103,mm²
logic_synthesis,ys_area,653,µm²
logic_synthesis,synth_area,653,µm²
global_routing,grt_pass1_wl,3.39,mm
finish,final_cells,174,
flow_run,max_cap_violations,0,
logic_synthesis,simple_gate_area_share,19.7,%
-- synthesized netlist by cell type, drive strengths merged, types with 3 or more instances --
master  number  share of area [%]
ha          12                 23
xnor2        7                9.4
nand2        7                4.0
o21ai        4                3.6
buf          4                6.3
nand3b       3                3.4
xor2         3                4.0
a21oi        6                5.2
inv         10                5.7
-- critical path: cells and delay by family --
kind	cells	cell delay, ps
xor+xnor	3	430
simple gates	1	90
compound gates	1	150
fa+ha+maj	3	580
buf+inv	4	330
-- power by group --
| group | internal [mW] | switching (mW) |
|---|---|---|
| Combinational | 0.122 | 0.0904 |
| Clock | 0 | 0 |
| Sequential | 0 | 0 |
| Total | 0.122 | 0.0904 |
-- cells by family (layout without fill, tap and decap cells) --
family,after synthesis,in the layout
AND/OR/NAND/NOR,22,22
buffers and inverters,14,53
multiplexers,1,1
adder cells (fa/ha/maj),14,14
AND-OR/OR-AND,22,22
XOR/XNOR,10,10
-- metal layers --
layer	GRT usage [%]	up-vias	wire (µm)
met2	8.86	19	887
met4	0.435	0	0
met3	1.12	0	165
li1	-	369	-
met5	0	-	0
met1	6.63	307	866
-- stage by stage --
stage          total power [mW]  util, %
6_report                  0.212     26.8
2_1_floorplan            0.0965        -
3_3_place_gp              0.182     23.3
3_5_place_dp              0.182     23.3
4_1_cts                   0.195     25.3
5_1_grt                   0.238     26.8
-- cell usage in the layout (no fill, tap or decap), types with 4 or more instances in the layout --
master,Yosys,final
inv_1,10,6
clkdlybuf4s50_1,0,5
ha_4,0,7
ha_1,12,4
nand2_1,7,6
buf_6,3,6
buf_4,1,25
xnor2_2,0,4
-- final timing paths --
path  from  endpoint  slack (ps)  depth (start not counted)
max   a[0]    out[3]          40                         12
min   b[0]    out[0]        1630                          5
-- layout make-up --
cell class / count / area [µm²]
fill: 456 / 3230
inverter: 10 / 40.0
multi-input combinational: 69 / 721
tap: 52 / 65.1
timing repair buffer: 43 / 358
-- timing repair --
action | 4_1_cts | 5_1_grt
buffers inserted | 1 | 0
gates resized | 55 | 18
pin swaps | 17 | 7
endpoints found under the setup margin | 4 | 4
Power and IR drop assume default switching activity.
