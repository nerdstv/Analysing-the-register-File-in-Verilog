==> /design/flow/design.v <==
`timescale 1ns / 10ps
module adder(
   a,    
   b,    
   out    
   );
   parameter DSIZE = 8;
   input [DSIZE-1:0] a, b;
   output [DSIZE-1:0] out;
assign out = a+b;
endmodule
==> /design/flow/run.sh <==
#!/bin/bash
# OpenROAD 26Q1-2900-gdf79404cd8, Yosys 0.63+post, stock flow scripts
make -C /OpenROAD-flow-scripts/flow DESIGN_CONFIG=/design/flow/config.mk WORK_HOME=/design/flow/orfs finish
==> /design/flow/config.mk <==
export PLATFORM = sky130hd
export DESIGN_NAME = adder
export DESIGN_NICKNAME = adder
export VERILOG_FILES = /design/flow/design.v
export SDC_FILE = /design/flow/constraint.sdc
export NUM_CORES = 4
export LEC_CHECK = 1
export CORE_AREA = 10 10 70 70
export DIE_AREA = 0 0 80 80
==> /design/flow/constraint.sdc <==
current_design adder

set clk_period 5.8
set clk_io_pct 0.2

create_clock -name clk0 -period $clk_period

set non_clock_inputs [all_inputs -no_clocks]
set_input_delay [expr $clk_period * $clk_io_pct] -clock clk0 $non_clock_inputs
set_output_delay [expr $clk_period * $clk_io_pct] -clock clk0 [all_outputs]
==> flow_summary.json <==
{
  "setup_tns_ps": 0,
  "endpoint_kind": "output pin",
  "fin_crit_ps": 4370,
  "max_freq_ghz": 0.229,
  "holdBufCountCts": 0,
  "hp-class": "in2out",
  "warnings": 32,
  "common_cells": "7 x ha_1, 5 x a21oi_1, 5 x inv_1, 3 x o211ai_1",
  "placed_cell_area_sq_um": 629,
  "finalHoldViolations": 0,
  "status": "complete, no violations",
  "dp_hpwl_um": 1030,
  "crit_type": "in2out",
  "avgSynthCellArea_sq_um": 7.89,
  "grt_pass1_vias": 416,
  "ir_drop_mv": 0.0292,
  "io_pins": 24,
  "total_power_mw": 0.0618,
  "die_w_um": 80,
  "regArea_sq_um": 0,
  "initial_core_util_pct": 9.71,
  "postRouteAntennaNets": 0,
  "antennaDiodeCount": 0,
  "period_used_pct": 75.3,
  "wirelength_um": 1110,
  "power.share.clock_pct": 0,
  "synth_top_area_share_pct": 26.4,
  "n_clock_buffer": 0,
  "worstMarginPinSlew_ps": 403,
  "sw_frac_of_total_pct": 34.9,
  "yosysWarnings": 0,
  "synth_cell_types": 23,
  "cp_max_fo": 3,
  "die_height_um": 80,
  "gr-total-overflow": 0,
  "yosysSeqAreaShare_pct": 0,
  "worst_ep_required_time_ps": 4640,
  "ys_top_cells_by_area": "ha_1 26%, a21oi_1 7.5%, o211ai_1 6.8%",
  "firstDrtPassIters": 5,
  "synth.cell_area_sq_um": 332,
  "route.detailed.drc": 0,
  "numPortBuffers": 24,
  "chipArea_sq_um": 6400,
  "drive_gt1_share_pct": 1.52,
  "wl_per_cell_um": 9.94,
  "power.leakage_nw": 0.242,
  "critPathArrivalTime_ps": 3210,
  "synth.most_common_cell": "ha_1",
  "grt_max_degree": 7,
  "p_comb_share_pct": 100.0,
  "drv_slew": 0,
  "vias": 402,
  "yosysChipArea_sq_um": 332,
  "synthCells": 42,
  "drtIter0Drc": 7,
  "internal_power_mw": 0.0402,
  "finalWeightedCongestion": 0.705,
  "postCtsSetupBuffers": 0,
  "slew_headroom_pct": 73.0,
  "ctsResizeCount": 0,
  "grt_pass1_wl_um": 1810,
  "core_sq_um": 3420,
  "antenna_found_initial": 0,
  "avgViaCountPerCell": 3.59,
  "flops": 0,
  "cellPowerDensity_nw_per_um2": 98.2,
  "design_area_sq_um": 629,
  "grt_use_total_pct": 3.38,
  "syn2layout_area_growth_pct": 89.8,
  "rsz0062_at_grt": "no",
  "critPathLaunchType": "input port",
  "fp-row-count": 21,
  "ys_cells": 42,
  "setup_viol": 0,
  "power.switching_mw": 0.0216,
  "seqPwrFrac_pct": 0,
  "top_area_cell": "ha_1",
  "max_cap_viol_count": 0
}
==> critical path: stages <==
cell             delay, ps
clkdlybuf4s50_1        400
ha_1                   230
inv_1                   80
fa_1                   250
nor2b_4                 60
o31a_1                 250
o311ai_1               260
clkdlybuf4s50_1        520
==> power by group through the flow <==
stage                 registers [mW]  clock network, mW  logic, mW
final                              0                  0     0.0618
after global routing               0                  0     0.0696
after CTS                          0                  0     0.0634
==> layout by cell type, fill, tap and decap left out <==
master | netlist | final
nand2_1 | 1 | 1
a211oi_1 | 1 | 1
a221oi_1 | 1 | 1
fa_1 | 1 | 1
clkdlybuf4s50_1 | 0 | 24
a21oi_1 | 5 | 5
nor3b_1 | 1 | 1
o21ai_0 | 2 | 2
nor3_1 | 1 | 1
o211ai_1 | 3 | 3
xor2_1 | 2 | 2
o311ai_1 | 1 | 1
o31a_1 | 1 | 1
nor2b_4 | 1 | 1
nor2_1 | 1 | 1
ha_1 | 7 | 7
nand2b_1 | 1 | 1
inv_1 | 5 | 5
o2bb2ai_1 | 1 | 1
nor2b_1 | 1 | 1
a21o_1 | 1 | 1
o311ai_0 | 1 | 1
xnor2_1 | 2 | 2
o21a_1 | 1 | 1
==> kinds of logic (layout without fill, tap and decap cells) <==
family | Yosys count | after routing | synth area share [%]
adders and majority gates | 8 | 8 | 32.5
and+or+nand+nor | 7 | 7 | 14.0
buffers and inverters | 5 | 29 | 5.66
AOI/OAI and AO/OA | 18 | 18 | 37.4
xor gates and xnor gates | 4 | 4 | 10.6
==> worst paths after layout <==
kind,cells past startpoint,from,endpoint,slack (ps)
worst min-delay path,3,b[0],out[0],3350
worst max-delay path,8,a[0],out[6],1430
==> layer usage <==
layer | routed length [um] | GRT usage, % | vias to the layer above
met3 | 209 | 2.16 | 0
met5 | 0 | 0 | -
met1 | 475 | 4.17 | 173
met4 | 0 | 0 | 0
li1 | - | - | 211
met2 | 428 | 5.14 | 18
==> cell type report <==
type,instances,area [sq um]
Timing Repair Buffer,24,240
Tap cell,46,57.6
Inverter,5,18.8
Fill cell,402,2790
Multi-Input combinational cell,37,313
==> per-stage QoR <==
stage	hold WS, ps	util (%)	worst slack [ps]	cells
after floorplan	2390	-	2500	42
after global placement	3370	18.4	1430	112
after detailed placement	3360	18.4	1410	112
after CTS	3360	18.4	1410	112
after global routing	3400	18.4	1290	112
final	3350	18.4	1430	112
Power figures rest on the tool's default switching activity, not on a simulated workload.
