==> design.v <==
`timescale 1ns / 10ps
`timescale 1ns / 10ps
`timescale 1ns / 1ps
module regfile (
	clk,
	rst,
	wen,
	raddr1, 
	raddr2, 
	waddr, 
	wdata, 
	rdata1,
	rdata2
	);
	input clk;
	input rst;
	input wen;
	input [5-1:0] raddr1; 
	input [5-1:0] raddr2; 
	input [5-1:0] waddr; 
	input [32-1:0] wdata; 
	output [32-1:0] rdata1;
	output [32-1:0] rdata2;
	reg [32-1:0] regdata [0:32-1];
integer i;
	always@(posedge clk)
		begin
			if(rst)
				begin
					for (i=0; i<32; i=i+1)
					regdata[i] <=0;
					regdata[1] <=5; 
					regdata[2] <=2;
				end
			else
				regdata[waddr] <=((wen == 1)) ? wdata : regdata[waddr]; 
		end
	assign rdata1 = ((wen) && (waddr == raddr1)) ? wdata : regdata[raddr1]; 
	assign rdata2 = ((wen) && (waddr == raddr2)) ? wdata : regdata[raddr2];
endmodule 
==> run.sh <==
#!/bin/bash
# OpenROAD 26Q1-2900-gdf79404cd8, Yosys 0.63+post, stock flow scripts
make -C /OpenROAD-flow-scripts/flow DESIGN_CONFIG=/design/flow/config.mk WORK_HOME=/design/flow/orfs finish
==> config.mk <==
export PLATFORM = sky130hd
export DESIGN_NAME = regfile
export DESIGN_NICKNAME = regfile
export VERILOG_FILES = /design/flow/design.v
export SDC_FILE = /design/flow/constraint.sdc
export NUM_CORES = 4
export LEC_CHECK = 1
export CORE_UTILIZATION = 30
==> constraint.sdc <==
current_design regfile

set clk_period 12.6
set clk_io_pct 0.2

create_clock -name clk0 -period $clk_period [get_ports {clk}]

set non_clock_inputs [all_inputs -no_clocks]
set_input_delay [expr $clk_period * $clk_io_pct] -clock clk0 $non_clock_inputs
set_output_delay [expr $clk_period * $clk_io_pct] -clock clk0 [all_outputs]
==> results_dict.tcl <==
# yosys + openroad results
set metrics [dict create \
    io_pins 114 \
    area_growth_pct 12.2 \
    mux_area_share_pct 18.6 \
    dpl.hpwl_um 122000 \
    min_period_ps 9340 \
    numPortBuffers 113 \
    drc 0 \
    rsz0062_at_grt "no" \
    maxSlewViolCount 0 \
    ctsResizeCount 0 \
    dr.pass1.iters 6 \
    clk_pin_slew_ps 60 \
    critPathRequiredTime_ps 10080 \
    ys_types 37 \
    period_used_pct 74.1 \
    wl_met1_um 71300 \
    adder_share_pct 0 \
    avgSynthCellArea_um2 12.2 \
    drtIter0Drc 3059 \
    cp.arrival_ps 6820 \
    postLayoutCellArea_mm2 0.0620 \
    wl_met2_um 100000 \
    regMostFlops "regdata" \
    powerDensity_mw_per_mm2 134 \
    critical_path_class "input port to primary output" \
    via_per_inst 5.71 \
    netlist_logic_family_top "multiplexers" \
    aoi_share_pct 11.4 \
    grt_pass1_vias 40500 \
    p_leak_nw 22.1 \
    top_regs "regdata (1024)" \
    drive_gt1_share_pct 10.3 \
    critPathMaxFanout 36 \
    dpl-instance-area_mm2 0.0586 \
    grtUsageTotal_pct 24.5 \
    seq_power_share_pct 48.5 \
    cts.path.max_buffers 3 \
    antenna_found_initial 10 \
    synthSimpleGateAreaFrac_pct 9.80 \
    drv_cap 0 \
    hold_path_class "input port to register" \
    fp-row-count 157 \
    tool_warnings 26 \
    ant_nets 0 \
    combPwrFrac_pct 13.3 \
    synth_seq_share_pct 55.7 \
    ys_area_mm2 0.0552 \
    grt_pass1_wl_um 304000 \
    cts_buffers 111 \
    cts_sinks 1024 \
    final.fill_count 17700 \
    dieArea_mm2 0.186 \
    min_to "regdata[27][6]" \
    top_layer "met5" \
    met3_length_um 33800 \
    max_slew.worst_pin.slew_ps 1080 \
    critPathLaunchType "input port" \
    ir_worst_vdd_uv 116 \
    post-cts-setup-buffers 0 \
    fp_util_pct 30.2 \
    die_y_um 431 \
    grt_max_degree 93 \
    postSynthCellCount 4520 \
    slew_headroom_pct 27.8 \
    yosysWarningCount 1 \
    grt_overflow 0 \
    cts_hold_buf 0 \
    largest_reg_flops 1024 \
    vias 39800 \
    crit_start "waddr[1]" \
    xor_share_pct 0.159 \
    power.switching_mw 2.19 \
    die_w_um 431 \
    cts_max_level 3 \
    hold_start "wdata[6]" \
    gp_congestion 0.925 \
    p_clk_share_pct 38.3 \
    setup_viol 0 \
    wl_um 220000 \
    timing.final.hold_violations 0 \
    ys_cells 4520 \
    min_path_cells 3 \
    fin_setup_tns_ps 0 \
    netlist_area_mm2 0.0552 \
    avgRoutedWirePerCell_um 31.6 \
    outcome "completed" \
    fmax_ghz 0.107 \
    tritoncts "yes" \
    netSwitchingFraction_pct 26.3 \
    core_area_mm2 0.183 \
    p_int_mw 6.12 \
    end_kind "primary output" \
    ys_seq_elements 1024 \
    cts_root_buf "clkbuf_16" \
]
[worst max path at each step]
stage / to / slack (ps)
after CTS: rdata1[23] / 3480
after global routing: rdata1[23] / 3220
final: rdata1[23] / 3260
[area by class of cell]
type,count,area [um^2],share of cell area (%)
multi-input cells,3024,22300,36.0
clock inverters,68,538,0.868
flip-flops and latches,1024,30700,49.6
inverters,1,3.75,0.00605
repair buffers,263,2390,3.86
well taps,2464,3080,4.97
clock buffers,133,2900,4.68
diodes,4,10.0,0.0161
[cells in the final DEF (no fill, tap or decap), types with 3 or more instances in the layout]
cell	Yosys	final
nand2b_2	0	25
a22oi_1	256	256
buf_4	23	140
a21oi_1	128	128
a221oi_2	10	10
nand2b_1	30	3
xor2_1	8	8
nor2_1	772	770
clkdlybuf4s50_1	0	111
nand2_1	124	98
a221oi_1	118	118
clkinv_2	0	23
mux2i_1	1024	1024
nor3_1	6	3
o41ai_2	64	64
nand2_2	0	26
nor2b_4	0	6
clkbuf_16	0	113
and2_1	258	256
nor3_2	2	5
clkbuf_1	307	20
or2_2	10	10
a22o_1	128	128
diode_2	0	4
buf_12	0	10
clkinv_1	0	31
edfxtp_1	1024	1024
o22ai_1	64	64
bufinv_16	0	8
[power groups by stage]
stage	combinational, mW	sequential (mW)	clock (mW)
CTS	1.09	4.03	3.19
global route	1.15	4.05	3.32
finish	1.10	4.03	3.18
[critical path, stage by stage]
cell and delay (ps):
clkdlybuf4s50_1 1180, xor2_1 440, nor4_1 390, and3_4 670, buf_4 670, nand2_1 150
o41ai_2 150, clkdlybuf4s50_1 600
[cells in the mapped netlist]
library cell	count	share of area (%)
a21oi_1	128	1.2
a221oi_1	118	1.9
a221oi_2	10	0.27
a22o_1	128	2.0
a22oi_1	256	3.5
and2_1	258	2.9
and2b_1	2	0.027
and3_1	2	0.023
buf_1	23	0.16
buf_2	38	0.34
buf_4	23	0.31
buf_6	55	1.1
buf_8	2	0.054
clkbuf_1	307	2.1
clkbuf_2	2	0.018
clkbuf_4	21	0.29
edfxtp_1	1024	56
inv_1	1	0.0068
mux2i_1	1024	19
nand2_1	124	0.84
nand2b_1	30	0.34
nand3_1	2	0.018
nand3_2	1	0.018
nor2_1	772	5.2
nor2b_1	6	0.068
nor3_1	6	0.054
nor3_2	2	0.036
nor3b_2	1	0.023
nor4_1	2	0.023
nor4_2	2	0.045
o21bai_1	1	0.014
o22ai_1	64	0.72
o31ai_1	1	0.014
o41ai_2	64	1.9
or2_2	10	0.11
xnor2_1	2	0.032
xor2_1	8	0.13
[per-layer routing]
layer,GRT usage [%],up-vias
li1,-,16800
met2,37.0,2919
met1,26.4,19400
met4,12.9,12
met3,15.5,747
met5,0.937,-
[kinds of logic after synthesis]
group	after synthesis
AND-OR/OR-AND	770
XOR/XNOR	10
buffers and inverters	472
flip-flops	1024
multiplexers	1024
AND/OR/NAND/NOR	1220
[per-stage QoR]
stage	instances	setup slack, ps	power, mW	hold WS, ps	utilization [%]
2_1_floorplan	4520	6240	4.71	2770	-
3_3_place_gp	6776	3520	5.17	3450	32.0
3_5_place_dp	6776	3480	5.18	3450	32.0
4_1_cts	6977	3480	8.30	2690	33.9
5_1_grt	6980	3220	8.51	2730	33.9
6_report	6981	3260	8.31	2700	33.9
Power and IR drop assume default switching activity.
